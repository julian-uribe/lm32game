==> design.v <==
module uart #(
	parameter          freq_hz = 100000000,
	parameter          baud    = 115200
) (
	input              reset,
	input              clk,
	input              uart_rxd,
	output reg         uart_txd,
	output reg [7:0]   rx_data,
	output reg         rx_avail,
	output reg         rx_error,
	input              rx_ack,
	input      [7:0]   tx_data,
	input              tx_wr,
	output reg         tx_busy
);
parameter divisor = freq_hz/baud/16;
reg [15:0] enable16_counter;
wire    enable16;
assign  enable16 = (enable16_counter == 0);
always @(posedge clk)
begin
	if (reset) begin
		enable16_counter <= divisor-1;
	end else begin
		enable16_counter <= enable16_counter - 1;
		if (enable16_counter == 0) begin
			enable16_counter <= divisor-1;
		end
	end
end
reg uart_rxd1;
reg uart_rxd2;
always @(posedge clk)
begin
	uart_rxd1 <= uart_rxd;
	uart_rxd2 <= uart_rxd1;
end
reg       rx_busy;
reg [3:0] rx_count16;
reg [3:0] rx_bitcount;
reg [7:0] rxd_reg;
always @ (posedge clk)
begin
	if (reset) begin
		rx_busy     <= 0;
		rx_count16  <= 0;
		rx_bitcount <= 0;
		rx_avail    <= 0;
		rx_error    <= 0;
	end else begin 
		if (rx_ack) begin
			rx_avail <= 0;
			rx_error <= 0;
		end
		if (enable16) begin
			if (!rx_busy) begin            
				if (!uart_rxd2) begin      
					rx_busy     <= 1;
					rx_count16  <= 7;
					rx_bitcount <= 0;
				end
			end else begin
				rx_count16 <= rx_count16 + 1;
				if (rx_count16 == 0) begin       
					rx_bitcount <= rx_bitcount + 1;
					if (rx_bitcount == 0) begin           
						if (uart_rxd2) begin
							rx_busy <= 0;
						end
					end else if (rx_bitcount == 9) begin  
						rx_busy <= 0;
						if (uart_rxd2) begin              
							rx_data  <= rxd_reg;
							rx_avail <= 1;
							rx_error <= 0;
						end else begin                   
							rx_error <= 1;
						end
					end else begin
						rxd_reg <= { uart_rxd2, rxd_reg[7:1] };
					end
				end
			end 
		end
	end
end
reg [3:0] tx_bitcount;
reg [3:0] tx_count16;
reg [7:0] txd_reg;
always @ (posedge clk)
begin
	if (reset) begin
		tx_busy     <= 0;
		uart_txd    <= 1;
	end else begin
		if (tx_wr && !tx_busy) begin
			txd_reg     <= tx_data;
			tx_bitcount <= 0;
			tx_count16  <= 1;
			tx_busy     <= 1;
			uart_txd    <= 0;
		end else if (enable16 && tx_busy) begin
			tx_count16  <= tx_count16 + 1;
			if (tx_count16 == 0) begin
				tx_bitcount <= tx_bitcount + 1;
				if (tx_bitcount == 8) begin
					uart_txd <= 'b1;
				end else if (tx_bitcount == 9) begin
					uart_txd <= 'b1;
					tx_busy  <= 0;
				end else begin
					uart_txd <= txd_reg[0];
					txd_reg  <= { 1'b0, txd_reg[7:1] };
				end
			end
		end
	end
end
endmodule
module wb_uart #(
	parameter          clk_freq = 50000000,
	parameter          baud     = 115200
) (
	input              clk,
	input              reset,
	input              wb_stb_i,
	input              wb_cyc_i,
	output             wb_ack_o,
	input              wb_we_i,
	input       [31:0] wb_adr_i,
	input        [3:0] wb_sel_i,
	input       [31:0] wb_dat_i,
	output reg  [31:0] wb_dat_o,
	input              uart_rxd,
	output             uart_txd
);
wire [7:0] rx_data;
wire       rx_avail;
wire       rx_error;
reg        rx_ack;
wire [7:0] tx_data;
reg        tx_wr;
wire       tx_busy;
uart #(
	.freq_hz(   clk_freq ),
	.baud(      baud     )
) uart0 (
	.clk(       clk      ),
	.reset(     reset    ),
	.uart_rxd(  uart_rxd ),
	.uart_txd(  uart_txd ),
	.rx_data(   rx_data  ),
	.rx_avail(  rx_avail ),
	.rx_error(  rx_error ),
	.rx_ack(    rx_ack   ),
	.tx_data(   tx_data  ),
	.tx_wr(     tx_wr    ),
	.tx_busy(   tx_busy  )
);
wire [7:0] ucr = { 3'b0, tx_busy, 2'b0, rx_error, rx_avail };
wire wb_rd = wb_stb_i & wb_cyc_i & ~wb_we_i;
wire wb_wr = wb_stb_i & wb_cyc_i &  wb_we_i & wb_sel_i[0];
reg  ack;
assign wb_ack_o       = wb_stb_i & wb_cyc_i & ack;
assign tx_data = wb_dat_i[7:0];
always @(posedge clk)
begin
	if (reset) begin
		wb_dat_o[31:8] <= 24'b0;
		tx_wr  <= 0;
		rx_ack <= 0;
		ack    <= 0;
	end else begin
		wb_dat_o[31:8] <= 24'b0;
		tx_wr  <= 0;
		rx_ack <= 0;
		ack    <= 0;
		if (wb_rd & ~ack) begin
			ack <= 1;
			case (wb_adr_i[3:2])
			2'b00: begin
				wb_dat_o[7:0] <= ucr;
			end
			2'b01: begin
				wb_dat_o[7:0] <= rx_data;
				rx_ack        <= 1;
			end
			default: begin
				wb_dat_o[7:0] <= 8'b0;
			end
			endcase
		end else if (wb_wr & ~ack ) begin
			ack <= 1;
			if ((wb_adr_i[3:2] == 2'b01) && ~tx_busy) begin
				tx_wr <= 1;
			end
		end
	end
end
endmodule
==> run.sh <==
#!/bin/bash
# OpenROAD 26Q1-2900-gdf79404cd8, Yosys 0.63+post, stock flow scripts
make -C /OpenROAD-flow-scripts/flow DESIGN_CONFIG=/design/flow/config.mk WORK_HOME=/design/flow/orfs finish
==> config.mk <==
export PLATFORM = sky130hd
export DESIGN_NAME = wb_uart
export DESIGN_NICKNAME = wb_uart
export VERILOG_FILES = /design/flow/design.v
export SDC_FILE = /design/flow/constraint.sdc
export NUM_CORES = 4
export LEC_CHECK = 1
export CORE_UTILIZATION = 30
==> constraint.sdc <==
current_design wb_uart

set clk_period 4.8
set clk_io_pct 0.2

create_clock -name clk0 -period $clk_period [get_ports {clk}]

set non_clock_inputs [all_inputs -no_clocks]
set_input_delay [expr $clk_period * $clk_io_pct] -clock clk0 $non_clock_inputs
set_output_delay [expr $clk_period * $clk_io_pct] -clock clk0 [all_outputs]
==> results.toml <==
# flow metrics
[run_status]
outcome = "completed"

[critical_path]
path_common_cell = "clkdlybuf4s50_1"
crit_fanout = 2
end_kind = "output port"
cp-startpoint = "wb_stb_i"
cp-endpoint = "wb_ack_o"
worst_r2r_startpoint = "uart0.enable16_counter[0]"
worstSetupPathType = "input port to output port"
critPathSlowestCell = "clkdlybuf4s50_1"
critPathRequiredTime_ns = 3.84
worstPathArrival_ns = 2.02
cp-start-kind = "input port"
r2r_slack_ns = 1.82
rr_worst_depth = 6
slowest_delay_ns = 0.47
r2r_end = "uart0.txd_reg[6]"
path_cells = "clkdlybuf4s50_1, and3_1, clkdlybuf4s50_1"

[clocking]
cts_buffer_depth = 2
clock_latency_ns = 0.34
cts-root-buf = "clkbuf_8"
cts.sinks = 74
ctsHoldBuffers = 0
post_cts_buffers = 0
cts_resized = 0
cts_buffers = 9
cts.clk_slew.worst_paths_ns = 0.08
cts_tree = "yes"
htreeDepth = 3

[sta]
clock_skew_ns = 0.007153
final-hold-violation-count = 0
worstMarginPinSlew_ns = 0.7912
finalCritPeriodShare_pct = 62.15
rsz0062_at_grt = "false"
min_period_ns = 2.983
slew_headroom_pct = 47.26
drv_slew = 0
fmax_mhz = 335.2
setup_viol = 0
setup_tns_ns = 0

[final_layout]
drive_gt1_share_pct = 7.386
regArea_um2 = 1882
comb_area_um2 = 1305
fin_area_um2 = 3899
largest-register = "uart0.enable16_counter"
fillers = 1053
syn2layout_area_growth_pct = 15.36
largest_reg_flops = 16

[floorplan]
num_io_pins = 108
fp-utilization_pct = 31.04
fp.dieW_um = 108.1
row_count = 38
die-area_um2 = 11690
die_y_um = 108.1
core_area_um2 = 10890

[logic_synthesis]
yosysSeqAreaShare_pct = 55.68
ys_seq_elements = 74
ys.warnings.count = 2
ys_types = 48
ys_sh_mux_pct = 1.185
synthCells = 317
simple_gate_share_pct = 20.51
aoi_share_pct = 6.035
synth_area_um2 = 3379
synth-async-reset-ratio_pct = 0
yosys_area_um2 = 3379
xor_share_pct = 4.147
logic_family = "simple AND/OR/NAND/NOR gates"
adder_share_pct = 4.073
edf_count = 40
ff_type = "edfxtp_1"
ys_cells = 317
syn_area_per_cell_um2 = 10.66

[detailed_routing]
drc = 0
n_antenna_cell = 0
first_pass_iters = 4
wl_per_cell_um = 10.10
wl_mm = 4.968
via_per_inst = 4.343
drt_iter0_markers = 131
ant_nets = 0
vias = 2137

[min_path]
min_path_type = "flip-flop to flip-flop"
min_from = "uart0.uart_rxd1"

[pwr]
totalPowerFinal_mw = 1.196
clkPwrFrac_pct = 39.5
pwr-share-seq_pct = 56.5
peakVddDrop_mv = 0.1222
p_per_area_nw_per_um2 = 306.8
switching_share_pct = 21.87
p_switching_mw = 0.2615
pwr-share-comb_pct = 4.0
p_leak_nw = 1.424
internal-power_mw = 0.9346

[grt]
antenna_found_initial = 0
grt_pass1_wl_mm = 8.583
grtUsageTotal_pct = 9.272
grt_overflow_total = 0
grt_pass1_vias = 1912
grt_max_degree = 23

[place]
dpl_cell_area_um2 = 3705
place_congestion = 0.7522
dpl.hpwl_mm = 3.308
io_buffer_count = 26

[job]
warnings = 88
cap_violations = 0
==> critical path, delay by kind of cell <==
kind / cells / cell delay (ns)
buffers and inverters: 2 / 0.92
AND/OR/NAND/NOR: 1 / 0.15
==> synthesized netlist by cell type (2+ instances only) <==
library cell / number / area (µm²)
nor3b_1: 4 / 30.03
nand4b_1: 2 / 17.52
nand4_1: 4 / 25.02
dfxtp_1: 34 / 680.7
o21ai_0: 7 / 35.03
edfxtp_1: 40 / 1201
nand3_1: 13 / 65.06
nor2_1: 35 / 131.4
nand2b_1: 5 / 31.28
nor2b_1: 2 / 12.51
xnor2_1: 4 / 35.03
mux2i_1: 4 / 40.04
nor3_1: 6 / 30.03
buf_2: 3 / 15.01
xor2_1: 12 / 105.1
and2_1: 9 / 56.30
ha_1: 11 / 137.6
buf_4: 25 / 187.7
clkbuf_1: 5 / 18.77
nor4_4: 2 / 42.54
nand2_1: 31 / 116.4
inv_1: 14 / 52.55
or3_1: 2 / 12.51
a21oi_1: 18 / 90.09
nand3b_1: 2 / 15.01
==> through the flow <==
stage	setup slack [ns]	utilization [%]	hold WS, ns	cells
detailed placement	1.813	34.03	0.3179	476
global route	1.568	35.81	0.3502	492
global placement	1.814	34.03	0.3157	476
floorplan	2.155	-	0.3096	340
CTS	1.813	35.81	0.3371	492
finish	1.817	35.81	0.3321	492
==> worst min-delay path by stage <==
stage,cells after the start,end
CTS,0,uart0.uart_rxd2
global route,0,uart0.uart_rxd2
finish,0,uart0.uart_rxd2
==> cell families after synthesis <==
logic type	count (synthesis)
DFF	74
adders and majority gates	11
AOI/OAI and AO/OA	35
buffers and inverters	48
xor gates and xnor gates	16
other	1
and+or+nand+nor	128
muxes	4
==> power by group through the flow <==
| stage | clock [mW] | sequential [mW] | combinational [mW] |
|---|---|---|---|
| CTS | 0.495 | 0.676 | 0.0488 |
| global route | 0.521 | 0.677 | 0.0540 |
| finish | 0.473 | 0.676 | 0.0479 |
==> placed cells by master (no fill, tap or decap), drive strengths merged, types with 2 or more instances in the layout <==
cell type	count
o21ai	7
nor2b	2
clkbuf	10
a21oi	18
nand2b	5
nor2	35
buf	4
nand3	13
nor3b	4
dfxtp	34
mux2i	4
nor4	4
clkinvlp	4
xor2	12
nand2	31
edfxtp	40
conb	24
nand3b	2
nand4b	2
nor3	6
inv	15
nand4	5
xnor2	4
and2	9
or3	2
clkdlybuf4s50	26
ha	11
==> area by class of cell <==
class                   instances  share of cell area, %
flip-flops and latches         74                  48.27
multi-input cells             218                  33.47
repair buffers                 30                  7.445
well taps                     140                  4.493
clock buffers                  10                  3.273
clock inverters                 6                  1.701
inverters                      14                  1.348
==> metal layers <==
| layer | GRT usage, % | part of all wire [%] | vias up |
|---|---|---|---|
| li1 | - | - | 1105 |
| met1 | 14.16 | 50 | 975 |
| met2 | 14.29 | 43 | 47 |
| met3 | 1.902 | 4.8 | 10 |
| met4 | 1.468 | 1.8 | 0 |
| met5 | 0 | 0 | - |
Power figures rest on the tool's default switching activity, not on a simulated workload.
